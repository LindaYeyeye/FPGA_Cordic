<file path="/design/flow/constraint.sdc">
current_design cordic_vec

set clk_period 13.6
set clk_io_pct 0.2

create_clock -name clk0 -period $clk_period [get_ports {clk}]

set non_clock_inputs [all_inputs -no_clocks]
set_input_delay [expr $clk_period * $clk_io_pct] -clock clk0 $non_clock_inputs
set_output_delay [expr $clk_period * $clk_io_pct] -clock clk0 [all_outputs]
</file>
<file path="/design/flow/run.sh">
#!/bin/bash
# OpenROAD 26Q1-2900-gdf79404cd8, Yosys 0.63+post, stock flow scripts
make -C /OpenROAD-flow-scripts/flow DESIGN_CONFIG=/design/flow/config.mk WORK_HOME=/design/flow/orfs finish
</file>
<file path="/design/flow/design.v">
`timescale 1ns / 1ps
module cordic_vec(
    input [31:0]    x,
    input  [31:0]    y,
    input           clk,
    output [31:0]   phase
    );
parameter K = 32'h09b74;   
localparam STG = 16;
reg signed [31:0] X [0:STG-1];
reg signed [31:0] Y [0:STG-1];
reg signed [31:0] Z [0:STG-1];  
always @(posedge clk ) begin
        X[0] <= x; 
        Y[0] <= y; 
        Z[0] <= 32'd0;             
end
 genvar i;
   generate
   for (i=0; i < (STG); i=i+1)
   begin: XYZ
      wire signed  [31 :0] X_shr, Y_shr; 
      wire                   Z_sign;
      assign X_shr = X[i] >>> i;  
      assign Y_shr = Y[i] >>> i;
      assign Z_sign = ~Y[i][31];  
      always @(posedge clk)
      begin
         X[i+1] <= Z_sign ? X[i] + Y_shr         : X[i] - Y_shr;
         Y[i+1] <= Z_sign ? Y[i] - X_shr         : Y[i] + X_shr;
      end
        always @(posedge clk ) begin
        case(i)
        15'd0: Z[i+1] <= Z_sign ? Z[i] + 32'd2949120 : Z[i] - 32'd2949120;
        15'd1: Z[i+1] <= Z_sign ? Z[i] + 32'd1740992 : Z[i] - 32'd1740992;
        15'd2: Z[i+1] <= Z_sign ? Z[i] + 32'd919872 : Z[i] - 32'd919872;
        15'd3: Z[i+1] <= Z_sign ? Z[i] + 32'd466944 : Z[i] - 32'd466944;
        15'd4: Z[i+1] <= Z_sign ? Z[i] + 32'd234368 : Z[i] - 32'd234368;
        15'd5: Z[i+1] <= Z_sign ? Z[i] + 32'd117312 : Z[i] - 32'd117312;
        15'd6: Z[i+1] <= Z_sign ? Z[i] + 32'd58688 : Z[i] - 32'd58688;
        15'd7: Z[i+1] <= Z_sign ? Z[i] + 32'd29312 : Z[i] - 32'd29312;
        15'd8: Z[i+1] <= Z_sign ? Z[i] + 32'd14656 : Z[i] - 32'd14656;
        15'd9: Z[i+1] <= Z_sign ? Z[i] + 32'd7360 : Z[i] - 32'd7360;
        15'd10: Z[i+1] <= Z_sign ? Z[i] + 32'd3648 : Z[i] - 32'd3648;
        15'd11: Z[i+1] <= Z_sign ? Z[i] + 32'd1856 : Z[i] - 32'd1856;
        15'd12: Z[i+1] <= Z_sign ? Z[i] + 32'd896 : Z[i] - 32'd896;
        15'd13: Z[i+1] <= Z_sign ? Z[i] + 32'd448 : Z[i] - 32'd448;
        15'd14: Z[i+1] <= Z_sign ? Z[i] + 32'd256 : Z[i] - 32'd256;
        15'd15: Z[i+1] <= Z_sign ? Z[i] + 32'd128 : Z[i] - 32'd128;
        endcase
   end
   end
   endgenerate
    assign phase = Z[STG-1];
endmodule
</file>
<file path="/design/flow/config.mk">
export PLATFORM = sky130hd
export DESIGN_NAME = cordic_vec
export DESIGN_NICKNAME = cordic_vec
export VERILOG_FILES = /design/flow/design.v
export SDC_FILE = /design/flow/constraint.sdc
export NUM_CORES = 4
export LEC_CHECK = 1
export CORE_UTILIZATION = 40
</file>
==> qor.csv <==
stage,metric,value,unit
clock_tree,clk_latency,0.81,ns
logic_synthesis,synth_warnings,4,
worst_setup_path,cp-end-kind,register,
final_layout,final-seq-area,24500,µm²
worst_setup_path,critPathMaxFanout,5,
detailed_routing,antenna_left,0,
place,portBuffers,89,
job,max-cap-violations,0,
logic_synthesis,synth-edff-count,0,
timing,rsz0062_at_grt,false,
min_path,hold-path-endpoint,Z[4][11],
job,warnings,184,
place,dpl.cell_count,14143,
logic_synthesis,ys_ff,1221,
clock_tree,clock_path_buffers,3,
clock_tree,cts_root_buffer,clkbuf_16,
worst_setup_path,cp.required,14.30,ns
logic_synthesis,top_cell_area_share,26.1,%
global_route,grt_pass1_vias,74224,
logic_synthesis,yosys.area.top_type,dfxtp_1,
worst_setup_path,r2r_cells,16,
final_layout,logic_area,66400,µm²
min_path,hold_depth,0,
floorplan,die_area,236000,µm²
logic_synthesis,topCellsByArea,"dfxtp_1 (26%), ha_1 (17%), xnor2_1 (9.3%)",
logic_synthesis,synth.distinct_cells,97,
worst_setup_path,worstSetupStartpointType,register,
worst_setup_path,rrSetupSlack,8.74,ns
floorplan,pin_count,97,
logic_synthesis,synthCells,11197,
floorplan,design.core.area,233000,µm²
timing,fin_crit,4.86,ns
logic_synthesis,flop_cell,dfxtp_1,
detailed_routing,antenna_cells,0,
floorplan,rows,177,
worst_setup_path,reg2reg_from,Y[5][11],
timing,setup_violations,0,
timing,fin_crit_sh,35.8,%
logic_synthesis,async_flop_share,0,%
global_route,grt_pass1_wl,396000,µm
clock_tree,ctsHoldBuffers,0,
clock_tree,ctsResizeCount,0,
global_route,antenna_found_initial,3,
outcome,outcome,"complete, no violations",
worst_setup_path,reg2reg_to,X[6][30],
min_path,hold_path_class,reg -> reg,
timing,finalMaxSlewViolations,0,
global_route,grt_max_degree,73,
final_layout,layout-drive-gt1-share,3.63,%
timing,relSlewSlack,35.4,%
logic_synthesis,ys_seq_share,26.1,%
detailed_routing,wire_per_inst,17.1,µm
timing,worst_pin_slew,0.960,ns
global_route,grt.total_usage,21.0,%
clock_tree,postCtsSetupRepairBufs,0,
logic_synthesis,synth-area-yosys,93600,µm²
timing,tns,0,ns
timing,hold_viol,0,
logic_synthesis,netlist_area,93600,µm²
timing,fin_skew,0.0293,ns
floorplan,die_w,486,µm
worst_setup_path,crit_type,reg -> reg,
detailed_routing,vias_per_cell,5.44,
final_layout,syn_to_final_growth,10.0,%
clock_tree,cts_tree,built,
min_path,min_from,Z[3][11],
logic_synthesis,synth.most_common_cell,ha_1,
floorplan,fp_util,40.3,%
logic_synthesis,yosys-stat-cells,11197,
detailed_routing,drtPass1Iterations,6,
detailed_routing,via_count,78390,
floorplan,die_y,486,µm
place,place.gp.congestion,0.954,
final_layout,stdcell_count,14418,
global_route,grt.overflow.total,0,
clock_tree,h-tree-depth,4,
detailed_routing,drcViolationCount,0,
place,hpwl,200000,µm
clock_tree,clock-sinks,1221,
detailed_routing,drt-initial-drc-count,4567,
timing,clock.fmax,206,MHz
logic_synthesis,top_cells_by_count,"ha_1 (1274), dfxtp_1 (1221), a21oi_1 (1207)",
clock_tree,numCtsBuffers,149,
clock_tree,path_clk_slew,0.06,ns
detailed_routing,finalWirelength,246000,µm
logic_synthesis,synth_area_per_cell,8.36,µm²
final_layout,fillers,22210,
worst_setup_path,crit_arrival,5.57,ns
==> state kept, by name, indices dropped and copies added, names as in the netlist, named ones only <==
name  count
Y       449
X       434
Z       337
==> how the worst max path moves through the flow <==
stage                     from       end  slack (ns)  depth (start not counted)
after CTS              X[4][7]  Y[5][31]        8.68                         15
after global routing  Y[5][11]  X[6][30]        8.35                         16
final                 Y[5][11]  X[6][30]        8.74                         16
==> through the flow <==
stage                     util [%]  hold slack (ns)  cell area, µm²  setup slack [ns]
after global placement        42.0            0.312           97700              8.73
after floorplan                  -            0.310           93600              9.30
final                         44.3            0.325          103000              8.74
after detailed placement      42.0            0.312           97700              8.74
after CTS                     44.3            0.325          103000              8.68
after global routing          44.3            0.330          103000              8.35
==> cell families after synthesis <==
kind of cell | count (synthesis) | synth area share, %
AOI/OAI and AO/OA | 3290 | 22.2
xor gates and xnor gates | 1561 | 14.6
adders and majority gates | 1311 | 17.8
buffers and inverters | 730 | 2.98
DFF | 1221 | 26.1
muxes | 59 | 0.675
other | 2 | 0.00802
and+or+nand+nor | 3023 | 15.6
==> layout make-up <==
class                           instances  area share, %
Multi-Input combinational cell       9251           64.5
Timing Repair Buffer                  114           1.05
Clock inverter                         86           1.14
Clock buffer                          189           4.04
Tap cell                             3043           3.70
Inverter                              514           1.87
Sequential cell                      1221           23.7
==> cells in the final DEF, fill, tap and decap left out, types with 278 or more instances in the layout <==
| cell type | instances |
|---|---|
| nand2_1 | 591 |
| dfxtp_1 | 1207 |
| nor2_1 | 1016 |
| xnor2_1 | 991 |
| xor2_1 | 570 |
| a21o_1 | 489 |
| o21ai_0 | 544 |
| nor3_1 | 278 |
| inv_1 | 509 |
| ha_1 | 1274 |
| a21oi_1 | 1207 |
==> critical path, cell delays in order (launching register included) <==
cell	delay (ns)
dfxtp_1	0.33
or4_1	0.60
or3_1	0.39
nor3_1	0.48
a21oi_1	0.16
xnor2_1	0.16
ha_1	0.33
and2_1	0.18
a221o_1	0.32
a21oi_1	0.19
o21ai_0	0.13
a21oi_2	0.21
o221ai_1	0.26
or4_1	0.48
a31o_2	0.25
a21oi_1	0.17
xnor2_1	0.14
==> layer usage <==
layer / GRT usage (%) / up-vias / share of wire (%)
met4: 4.06 / 0 / 2.2
met1: 28.7 / 36377 / 45
met3: 2.62 / 324 / 4.2
li1: - / 40243 / -
met2: 35.9 / 1446 / 48
met5: 0 / - / 0
