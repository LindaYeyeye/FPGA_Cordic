==> flow/design.v <==
`timescale 1ns / 1ps
module cordic_serial(
    input signed [31:0]    x,
    input signed [31:0]    y,
    input           clk,
    output reg [31:0]   phase
    );
    localparam IDLE = 2'd0;
    localparam WORK = 2'd1;
    localparam DONE = 2'd2;
    reg     [1:0]state ;
    reg     [1:0]next_state;
    reg     [6:0]counter;
    wire   [31:0] rot[15:0];
assign  rot[0]  = 32'd2949120 ;      
assign  rot[1]  = 32'd1740992 ;      
assign  rot[2]  = 32'd919872  ;      
assign  rot[3]  = 32'd466944  ;      
assign  rot[4]  = 32'd234368  ;      
assign  rot[5]  = 32'd117312  ;      
assign  rot[6]  = 32'd58688   ;      
assign  rot[7]  = 32'd29312   ;      
assign  rot[8]  = 32'd14656   ;      
assign  rot[9]  = 32'd7360    ;      
assign  rot[10] = 32'd3648    ;      
assign  rot[11] = 32'd1856    ;      
assign  rot[12] = 32'd896     ;      
assign  rot[13] = 32'd448     ;      
assign  rot[14] = 32'd256     ;      
assign  rot[15] = 32'd128     ;      
    always @(posedge clk) begin
        state<=next_state;
        case(state)
        IDLE:next_state<=WORK;
        WORK:next_state<= counter==14?DONE:WORK;
        DONE:next_state<=IDLE;
        default:next_state<=IDLE;
        endcase
    end
    reg signed [31:0] x_shift;
    reg signed [31:0] y_shift;
    reg signed [31:0] z_rot;
    wire     D_sign;
    assign   D_sign=~y_shift[31];
    always @(posedge clk ) begin
        case(state)
        IDLE:
        begin
            x_shift<=x;
            y_shift<=y;
            z_rot<=0;
        end
        WORK:if(D_sign)
        begin
            x_shift       <= x_shift + (y_shift>>>counter);
            y_shift       <= y_shift - (x_shift>>>counter);
            z_rot         <= z_rot  + rot[counter];
        end
        else begin
            x_shift       <= x_shift - (y_shift>>>counter);
            y_shift       <= y_shift + (x_shift>>>counter);
            z_rot         <= z_rot  - rot[counter];
        end
        DONE:
        begin
            phase<=z_rot;
        end
        default : ;
        endcase
    end
    always @(posedge clk ) begin
        if(state==IDLE && next_state==WORK)
            counter<=0;
        else if(state==WORK)begin
        if(counter<4'd14)
            counter<=counter+1;
            else
            counter<=counter;
        end
        else
            counter<=0;
    end
endmodule
==> flow/run.sh <==
#!/bin/bash
# OpenROAD 26Q1-2900-gdf79404cd8, Yosys 0.63+post, stock flow scripts
make -C /OpenROAD-flow-scripts/flow DESIGN_CONFIG=/design/flow/config.mk WORK_HOME=/design/flow/orfs finish
==> flow/config.mk <==
export PLATFORM = sky130hd
export DESIGN_NAME = cordic_serial
export DESIGN_NICKNAME = cordic_serial
export VERILOG_FILES = /design/flow/design.v
export SDC_FILE = /design/flow/constraint.sdc
export NUM_CORES = 4
export LEC_CHECK = 1
export CORE_UTILIZATION = 50
==> flow/constraint.sdc <==
current_design cordic_serial

set clk_period 16.8
set clk_io_pct 0.2

create_clock -name clk0 -period $clk_period [get_ports {clk}]

set non_clock_inputs [all_inputs -no_clocks]
set_input_delay [expr $clk_period * $clk_io_pct] -clock clk0 $non_clock_inputs
set_output_delay [expr $clk_period * $clk_io_pct] -clock clk0 [all_outputs]
==> ci_impl_report.md <==
## PnR job results

| Metric | Value |
|---|---|
| Maximum resistive drop on vdd | `0.00006194 V` |
| Area post-placement | `16560 um2` |
| Number of endpoints failing setup at the final stage | `0` |
| Antenna-violating nets left | `0` |
| Total via count after detailed routing | `14.87k` |
| Power density cells | `44.57 nW/um2` |
| Antenna violations before repair | `0` |
| Worst max-slew margin expressed relative to the limit | `39.16%` |
| Global-route wire length before repair | `79950 um` |
| Yosys Instances | `1832` |
| RR Endpoint | `x_shift[30]` |
| Placed instance count | `2237` |
| Clock tree sinks | `133` |
| Number of levels in the clock H-tree | `4` |
| Combined buffer and inverter count along the critical path | `1` |
| Cells after synthesis | `1832` |
| CTS Hold Bufs | `0` |
| Kind of critical path | `flip-flop to flip-flop` |
| Number of warnings printed during yosys synthesis | `1` |
| Register bit total from synthesis | `133` |
| Distinct cells, synth | `109` |
| CP max FO | `49` |
| Worst-path cell with the longest stage delay | `sky130_fd_sc_hd__dfxtp_4` |
| Number of buffers inserted during clock tree synthesis | `17` |
| CP Cell Sequence | `buf_4 > mux2i_1 > a22oi_1 > a22o_1 > or4b_1 > a2111o_1 > or4_4 > nor2_1 > nand2_1 > xnor2_1 > o22ai_1 > ha_1 > and4_1 > a221o_1 > o21ai_0 > a21oi_1 > o2111ai_1 > a31oi_1 > or4_1 > a31oi_1 > xor2_1 > o21ai_0` |
| Post-CTS setup buffer count | `0` |
| Syn Std Cell Area | `15430 um2` |
| Final cell area excluding filler cells | `17160 um2` |
| Family with the most delay on the worst path | `AND-OR/OR-AND gates` |
| Share of post-route cells with drive strength above 1 | `8.253%` |
| Unrepaired setup endpoints after global routing | `false` |
| Number of cells on the critical path | `22` |
| Initial core utilization | `51.37%` |
| Total count of hold-check failures in the final report | `0` |
| Delay of the slowest critical-path stage | `790 ps` |
| Routed length per instance | `23.12 um` |
| Leak | `0.006179 uW` |
| OpenROAD warnings | `38` |
| Number of synthesized flops with an enable pin | `122` |
| Buffers added on ports | `93` |
| Final slew viol count | `0` |
| Area figure in the yosys stat output | `15430 um2` |
| Post-detailed-route DRC marker count | `0` |
| Final Critical Period | `7716 ps` |
| Max-cap viol count | `0` |
| Number of global-route vias before repair | `13.55k` |
| Number of gates resized after cts | `0` |
| First DRT Iteration DRCs | `1400` |
| Number of optimization iterations in the first detailed-route pass | `6` |
| Latest clock arrival within the worst-skew pair | `460 ps` |
| Clock slew at reported path FFs | `60 ps` |
| Avg Synthesized Cell Area | `8.421 um2` |
| Maximum number of buffers from clock root to sink | `2` |
| # IOs | `97` |
| Reg2reg setup slack | `9080 ps` |
| Die footprint | `31560 um2` |
| Result of the run | `completed` |
| Site row count | `63` |
| Predominant post-synthesis flop cell | `sky130_fd_sc_hd__edfxtp_1` |
| Die height | `177.7 um` |
| DPL Wire Length | `39030 um` |
| Source of the critical timing path | `counter[0]` |
| All-layer global routing usage | `34.58%` |
| Cell count of the worst reg-to-reg path | `22` |
| Crit start category | `flip-flop` |
| Crit path to | `x_shift[30]` |
| Width of the chip | `177.7 um` |
| Fin Setup TNS | `0 ps` |
| Pin slew with the least headroom to its limit | `912.5 ps` |
| Relative area change from synthesis to final layout | `11.22%` |
| RePlAce Congestion | `0.9891` |
| Data arrival, critical path | `7880 ps` |
| N_diodes | `0` |
| Fraction of synthesis flops using an asynchronous set or reset pin | `0%` |
| Reg-to-reg critical path startpoint | `counter[0]` |
| Sequential fraction of the synthesis area | `25.17%` |
| Maximum number of pins on one net before global-route repair | `113` |
| Clock tree from TritonCTS | `done` |
| Core region area | `30030 um2` |
| Part of the cycle the worst path needs | `45.93%` |
| HP Class | `flip-flop to flip-flop` |
| Detailed-route vias per instance | `6.557` |
| Maximum frequency from static timing analysis | `129.6 MHz` |
| Final Instance Count excl. Fillers | `2268` |
| Worst setup skew after layout | `17.09 ps` |
| Endpoint type of the worst setup path | `flip-flop` |
| Buffer type at the clock tree root | `sky130_fd_sc_hd__clkbuf_16` |
| Crit path required time | `16960 ps` |
| Total global routing overflow | `0` |
| Routed Wire Length | `52430 um` |
==> logic make-up after synthesis <==
| family | count (synthesis) | synth area share [%] |
|---|---|---|
| compound gates | 614 | 26.98 |
| xor+xnor | 113 | 6.464 |
| fa+ha+maj | 104 | 8.532 |
| buf+inv | 161 | 5.191 |
| flops | 133 | 25.17 |
| mux | 94 | 6.878 |
| other cells | 1 | 0.02431 |
| simple gates | 612 | 20.76 |
==> worst min path at each step <==
stage,from,end,slack (ps),cells past startpoint
finish,next_state[1],state[1],330,0
global route,next_state[0],state[0],330,0
CTS,next_state[1],state[1],330,0
==> per-layer routing <==
layer	GRT usage (%)	part of all wire (%)
met1	51.69	44
met2	52.02	45
met3	7.177	8.4
met4	9.259	3.2
met5	0	0
==> Yosys cell counts (14+ instances only) <==
| library cell | instances | area [um2] |
|---|---|---|
| sky130_fd_sc_hd__a211oi_1 | 22 | 165.2 |
| sky130_fd_sc_hd__a21o_1 | 36 | 270.3 |
| sky130_fd_sc_hd__a21oi_1 | 133 | 665.6 |
| sky130_fd_sc_hd__a22o_1 | 20 | 175.2 |
| sky130_fd_sc_hd__a22oi_1 | 38 | 285.3 |
| sky130_fd_sc_hd__a31oi_1 | 28 | 175.2 |
| sky130_fd_sc_hd__and2_1 | 20 | 125.1 |
| sky130_fd_sc_hd__and3_1 | 17 | 106.4 |
| sky130_fd_sc_hd__buf_1 | 14 | 52.55 |
| sky130_fd_sc_hd__buf_2 | 26 | 130.1 |
| sky130_fd_sc_hd__clkbuf_1 | 66 | 247.7 |
| sky130_fd_sc_hd__edfxtp_1 | 122 | 3664 |
| sky130_fd_sc_hd__ha_1 | 102 | 1276 |
| sky130_fd_sc_hd__inv_1 | 38 | 142.6 |
| sky130_fd_sc_hd__mux2i_1 | 73 | 730.7 |
| sky130_fd_sc_hd__nand2_1 | 163 | 611.8 |
| sky130_fd_sc_hd__nand2b_1 | 26 | 162.7 |
| sky130_fd_sc_hd__nand3_1 | 52 | 260.3 |
| sky130_fd_sc_hd__nor2_1 | 156 | 585.6 |
| sky130_fd_sc_hd__nor2b_1 | 23 | 143.9 |
| sky130_fd_sc_hd__nor3_1 | 61 | 305.3 |
| sky130_fd_sc_hd__o21a_1 | 23 | 172.7 |
| sky130_fd_sc_hd__o21ai_0 | 127 | 635.6 |
| sky130_fd_sc_hd__o22ai_1 | 27 | 168.9 |
| sky130_fd_sc_hd__xnor2_1 | 58 | 508.0 |
| sky130_fd_sc_hd__xor2_1 | 54 | 473.0 |
==> registers in the layout, indices dropped and copies added (netlist names) <==
name and cells:
state 2, counter 7, x_shift 32, next_state 2, y_shift 32, phase 29
z_rot 29
==> final cells by class <==
type,instances,area (um2)
fillers,2655,12870
inverters,40,152.6
clock buffers,17,425.4
repair buffers,134,1251
clock inverters,14,176.4
flip-flops and latches,133,3890
multi-input cells,1540,10780
well taps,390,488.0
==> report_power, final <==
| part | switching [uW] | internal (uW) |
|---|---|---|
| clock network | 159 | 234 |
| registers | 0 | 356 |
| logic | 2.20 | 13.2 |
| total | 162 | 603 |
==> worst reg2reg max path, delay by kind of cell, from the launching register on <==
kind	cells	cell delay, ps
AND/OR/NAND/NOR	6	2230
flip-flops	1	790
XOR/XNOR	2	320
adder cells (fa/ha/maj)	1	360
multiplexers	1	460
buffers and inverters	1	720
AND-OR/OR-AND	11	2570
==> per-stage QoR <==
stage                     utilization, %  setup WS, ps  hold WS [ps]  power (uW)
after global routing               57.13          8680         332.4       788.7
after detailed placement           55.13          9234         314.6       378.1
final                              57.13          9084         326.2       764.7
after global placement             55.13          9387         312.3       378.0
after floorplan                        -         10540         309.6       363.8
after CTS                          57.13          9234         328.4       773.2
==> layout by cell type (no fill, tap or decap), drive strengths merged, types with 11 or more instances in the layout <==
cell and count:
o21a 23, a21oi 134, nand2 164, clkbuf 17
dfxtp 11, xnor2 59, clkdlybuf4s50 93, a22oi 39
inv 42, mux2i 76, edfxtp 122, a21o 37
nor2b 23, xor2 54, and3 17, mux2 11
and2 21, a211oi 25, nor4 11, a31oi 28
o22ai 28, nand3 52, o21ai 133, nand2b 26
buf 41, or3 14, nand4 16, nor2 157
a22o 20, ha 102, nor3b 14, nor3 63
Power is estimated from default activity; no workload was simulated.
